### flow/run.sh
#!/bin/bash
# OpenROAD 26Q1-2900-gdf79404cd8, Yosys 0.63+post, stock flow scripts
make -C /OpenROAD-flow-scripts/flow DESIGN_CONFIG=/design/flow/config.mk WORK_HOME=/design/flow/orfs finish
### flow/config.mk
export PLATFORM = sky130hd
export DESIGN_NAME = MUX
export DESIGN_NICKNAME = MUX
export VERILOG_FILES = /design/flow/design.v
export SDC_FILE = /design/flow/constraint.sdc
export NUM_CORES = 4
export LEC_CHECK = 1
export CORE_UTILIZATION = 30
### flow/constraint.sdc
current_design MUX

set clk_period 3.8
set clk_io_pct 0.2

create_clock -name clk0 -period $clk_period

set non_clock_inputs [all_inputs -no_clocks]
set_input_delay [expr $clk_period * $clk_io_pct] -clock clk0 $non_clock_inputs
set_output_delay [expr $clk_period * $clk_io_pct] -clock clk0 [all_outputs]
### flow/design.v
`timescale 1ns / 1ps
module MUX(
    input [1:0] select,   
    input [31:0] in0,
    input [31:0] in1,
    input [31:0] in2,
    input [31:0] in3,
    output reg[31:0] out
    );
always @(*) begin
    if(select == 2'b00)
        out <= in0;
    else
        if(select == 2'b01)
            out <= in1;
        else
            if(select == 2'b10)
                out <= in2;
            else
                if(select == 2'b11)
                    out <= in3;
end
endmodule
==> impl_table.tex <==
% Generated from flow reports
\begin{tabular}{lr}
\hline
Metric & Value \\
\hline
\multicolumn{2}{l}{\textbf{Status}} \\
\quad Outcome & complete, no violations \\
\multicolumn{2}{l}{\textbf{Final timing}} \\
\quad Final number of hold-violating endpoints & 0 \\
\quad Count of unclocked register or latch pins & 32 \\
\quad Final Cycle Share & 0.911 \\
\quad Final-report setup violation count & 0 \\
\quad Minimum clock period after layout & 3.46 ns \\
\quad Max-Slew Margin vs Limit & 0.603 \\
\quad FMAX & 289 MHz \\
\quad Number of unconstrained endpoints & 32 \\
\quad Slew Viols, Final & 0 \\
\quad Unrepaired setup endpoints after global routing & no \\
\quad Total Neg Setup Slack & 0 ns \\
\quad Worst Max-Slew Pin Slew & 0.596 ns \\
\multicolumn{2}{l}{\textbf{Placement}} \\
\quad I/O Buffers & around 160 \\
\quad Final weighted congestion of routability-driven global placement & 0.887 \\
\quad DP Area & 0.00302 mm2 \\
\quad Number of placed cells counting well taps & 310 \\
\quad Total half-perimeter wirelength after legalization and detailed placement & 3830 um \\
\multicolumn{2}{l}{\textbf{Power}} \\
\quad Switching power total & 0.0486 mW \\
\quad Sequential share of power & 0.146 \\
\quad Cell-internal power & roughly 0.23 mW \\
\quad Part of the total power dissipated in the clock network & 0 \\
\quad Share of total power consumed by net switching & 0.173 \\
\quad Share of total power in combinational logic & 0.854 \\
\quad Peak supply drop & 0.0767 mV \\
\quad Total power density per cell area & 92.8 mW/mm2 \\
\quad Reported leakage power & 1.22 nW \\
\multicolumn{2}{l}{\textbf{Drt}} \\
\quad \# DRC & 0 \\
\quad Number of vias in the routed layout & 1360 \\
\quad Wirelength, routed & 4260 um \\
\quad Wire length on met3 & 610 um \\
\quad Count of nets left with antenna violations after detail routing & 0 \\
\quad Uppermost signal routing layer after detailed routing & met3 \\
\quad Wire length on met1 & 1280 um \\
\quad Routed met2 length & $\sim$2400 um \\
\quad Avg Vias per Cell & roughly 4.4 \\
\quad Violation count after the first detailed-routing iteration & 41 \\
\quad \# diodes & 0 \\
\quad DR WL/cell & 13.7 um \\
\quad Number of iterations in the first detailed-routing pass & 4 \\
\multicolumn{2}{l}{\textbf{Worst setup path}} \\
\quad Critical path startpoint & select[1] \\
\quad Crit end category & primary output \\
\quad End of the critical path & out[19] \\
\quad Startpoint type of the worst setup path & input port \\
\quad Highest cell delay on the worst timing path & 0.48 ns \\
\quad Category of the most critical setup path & in -> out \\
\quad Crit path depth & 5 \\
\quad Critical path buffer and inverter count & 3 \\
\quad Largest fanout on the critical path & 32 \\
\quad CP cell instances & clkdlybuf4s50\_1 -> buf\_4 -> mux4\_2 -> dlxtn\_1 -> clkdlybuf4s50\_1 \\
\quad Required time of the critical path & 3.04 ns \\
\quad Top delay family on crit path & buffers and inverters \\
\quad CP Data Arrival Time & 2.70 ns \\
\quad Dominant cell type by count on the critical path & sky130\_fd\_sc\_hd\_\_clkdlybuf4s50\_1 \\
\quad Crit path max-delay cell type & sky130\_fd\_sc\_hd\_\_clkdlybuf4s50\_1 \\
\multicolumn{2}{l}{\textbf{Global route}} \\
\quad Number of antenna violations at the first check in global routing & 0 \\
\quad Number of global-route vias before repair & around 1.2k \\
\quad GRT Overall Usage & 0.194 \\
\quad Largest net degree at the start of global routing & 33 \\
\quad Global-route wire length before repair & about 6000 um \\
\quad Grt ovf & 0 \\
\multicolumn{2}{l}{\textbf{Yosys}} \\
\quad Synth Register Bits & 32 \\
\quad Synthesis area per yosys & around 0.0013 mm2 \\
\quad Distinct cells, synth & 7 \\
\quad Post-Syn Area per Cell & 18.0 um2 \\
\quad Syn Inst Count & 72 \\
\quad Total cells reported by yosys after synthesis & 72 \\
\quad Mapped Area & 0.00130 mm2 \\
\quad Warning count from the yosys run & 1 \\
\multicolumn{2}{l}{\textbf{Layout}} \\
\quad Registers with the most flip-flops & out: 32 flops \\
\quad Max FFs per register & 32 \\
\quad Finished Layout Cells & just over 300 \\
\quad Register ranked first by flip-flop count & out \\
\quad Share of layout cells above drive strength 1 & 0.127 \\
\quad Non-Filler Cell Area, Final & 0.00302 mm2 \\
\quad Layout overhead on the synthesized area & 133\% \\
\multicolumn{2}{l}{\textbf{Clock network}} \\
\quad Hold Buf Count CTS & 0 \\
\quad Setup fix buffers added after clock tree synthesis & 0 \\
\quad Count of instances resized after the clock tree is built & 0 \\
\multicolumn{2}{l}{\textbf{Die}} \\
\quad IO Count & 162 \\
\quad Floorplan-stage core utilization & 0.318 \\
\quad Width of the chip & 67.8 um \\
\quad Core ar. & 0.00409 mm2 \\
\quad Chip Height & slightly below 70 um \\
\quad Rows & 23 \\
\quad Area of the die & roughly 0.0046 mm2 \\
\multicolumn{2}{l}{\textbf{Run}} \\
\quad Total number of warnings across the stage logs & 33 \\
\quad Number of max-capacitance violations reported & 0 \\
\hline
\end{tabular}
==> cells in the mapped netlist (all sizes together) <==
cell type / number / share of area
dlxtn: 32 / 0.37
mux4: 32 / 0.56
buf: 7 / 0.066
conb: 1 / 0.0029
==> through the flow <==
stage	setup slack [ns]	power [mW]	utilization
after floorplan	1.32	0.118	-
after global placement	0.327	0.281	0.740
after detailed placement	0.310	0.284	0.740
after CTS	0.307	0.285	0.740
after global routing	0.229	0.300	0.740
final	0.339	0.281	0.740
==> metal layers <==
metal / GRT usage / up-vias
met1: 0.222 / 623
met5: 0 / -
met3: 0.0634 / 0
met4: 0 / 0
li1: - / 650
met2: 0.374 / 87
==> cell usage in the layout (no fill, tap or decap) <==
cell type                         count
sky130_fd_sc_hd__mux4_2              30
sky130_fd_sc_hd__buf_4                2
sky130_fd_sc_hd__buf_2                1
sky130_fd_sc_hd__mux4_1               2
sky130_fd_sc_hd__dlxtn_1             32
sky130_fd_sc_hd__conb_1              32
sky130_fd_sc_hd__clkdlybuf4s50_1    161
==> power groups by stage <==
stage / logic [mW] / registers, mW / clock network (mW)
5_1_grt: 0.257 / 0.0432 / 0
4_1_cts: 0.244 / 0.0413 / 0
6_report: 0.240 / 0.0410 / 0
==> area by class of cell <==
| type | count | area (um2) |
|---|---|---|
| Sequential cell | 32 | 480 |
| Fill cell | 305 | 1060 |
| Timing Repair Buffer | 164 | 1630 |
| Multi-Input combinational cell | 64 | 848 |
| Tap cell | 50 | 62.6 |
==> kinds of logic (layout without fill, tap and decap cells) <==
family / count (synthesis) / in the layout / share of synthesized area
other: 1 / 32 / 0.00289
buffers and inverters: 7 / 164 / 0.0665
latches: 32 / 32 / 0.370
muxes: 32 / 32 / 0.561
Power and IR drop assume default switching activity.
