$ cat ./design.v
`timescale 1ns / 1ps
module memory(
    input we,   
    input [7:0]address,   
    input [31:0]dataIn,
    input clk,       
    output reg[31:0]dataOut
    );
reg[31:0] mem[0:255];   
always @ (negedge clk)
begin
    if(we)
        mem[address] <= dataIn;
end
always @ (*)
begin
    if(mem[address])
        dataOut <= mem[address];
end
endmodule
$ cat ./run.sh
#!/bin/bash
# OpenROAD 26Q1-2900-gdf79404cd8, Yosys 0.63+post, stock flow scripts
make -C /OpenROAD-flow-scripts/flow DESIGN_CONFIG=/design/flow/config.mk WORK_HOME=/design/flow/orfs finish
$ cat ./config.mk
export PLATFORM = sky130hd
export DESIGN_NAME = memory
export DESIGN_NICKNAME = memory
export VERILOG_FILES = /design/flow/design.v
export SDC_FILE = /design/flow/constraint.sdc
export NUM_CORES = 4
export LEC_CHECK = 1
export CORE_UTILIZATION = 50
export SYNTH_MEMORY_MAX_BITS = 65536
$ cat ./constraint.sdc
current_design memory

set clk_period 50.4
set clk_io_pct 0.2

create_clock -name clk0 -period $clk_period [get_ports {clk}]

set non_clock_inputs [all_inputs -no_clocks]
set_input_delay [expr $clk_period * $clk_io_pct] -clock clk0 $non_clock_inputs
set_output_delay [expr $clk_period * $clk_io_pct] -clock clk0 [all_outputs]
==> impl_report.txt <==
IMPLEMENTATION SUMMARY REPORT
----------------------------------------------------
[Status]
  Status ........................ completed

[Route]
  Via density ........................ 5.58
  Vias after detailed routing ........................ 173,000
  Number of remaining DRC errors ........................ 0
  Pre-Repair DR Iteration Count ........................ 6
  Initial detailed-routing violation count ........................ 11,400
  Detailed-route wire length per cell ........................ 28.6 microns
  Count of antenna-violating nets left after detailed routing ........................ 0
  Total routed wirelength ........................ 889 mm

[Final timing]
  Total Neg Setup Slack ........................ 0 ns
  Hold violation count in the final report ........................ 0
  Register pins left without a clock ........................ 32
  Setup violation total in the final timing report ........................ 0
  Setup repair after global routing missed its margin ........................ false
  Final worst-path setup slack ........................ 11.28 ns
  Least-Margin Pin Slew ........................ 1.28 ns
  Final Max Tran Viols ........................ 0
  Tightest slew margin relative to the limit ........................ 0.137
  Worst slack on hold paths ........................ 34.56 ns
  Endpoints left unconstrained ........................ 64

[Logic synthesis]
  Largest area contributor in the netlist ........................ sky130_fd_sc_hd__edfxtp_1
  Top cells by instance count after synthesis ........................ 8,192 x sky130_fd_sc_hd__edfxtp_1, 2,048 x sky130_fd_sc_hd__mux4_2, 1,024 x sky130_fd_sc_hd__a22oi_1, 512 x sky130_fd_sc_hd__a21oi_1, 496 x sky130_fd_sc_hd__clkbuf_1
  Post-Syn Instances ........................ 13,100
  Top FF cell, synth ........................ sky130_fd_sc_hd__edfxtp_1
  Post-synthesis area per instance ........................ 23.6 sq um
  Async S/R FF share, synth ........................ 0
  Number of enable-type register cells in the synthesized netlist ........................ 8,192
  Synth unique cells ........................ 24
  Area contributors post-synth ........................ sky130_fd_sc_hd__edfxtp_1 80%, sky130_fd_sc_hd__mux4_2 15%, sky130_fd_sc_hd__a22oi_1 2.5%
  Synthesis Warnings ........................ 1
  Fraction of synthesized cell area taken by the top area cell type ........................ 0.796
  Cell area after synthesis ........................ 309,000 sq um
  Yosys-reported design area after synthesis ........................ 309,000 sq um
  Most instantiated library cell after synthesis ........................ sky130_fd_sc_hd__edfxtp_1
  Yosys Instances ........................ 13,100
  Number of synthesized register bits ........................ 8,224

[GRT]
  Antenna violations before repair ........................ 29
  Global router's overall resource usage ........................ 0.329
  Leftover overflow at the end of global routing ........................ 0
  Maximum number of pins on one net before global-route repair ........................ 113
  Via count of the first global-routing pass ........................ 207,000
  First-pass GRT wire length ........................ 1270 mm

[Clock tree]
  Number of setup buffers added after CTS ........................ 0
  Clock-pin slew on the worst setup and hold paths ........................ 0.04 ns
  Root Buffer ........................ sky130_fd_sc_hd__clkbuf_16
  Hold-fix buffers, CTS ........................ 0
  Level count of the clock H-tree ........................ 6
  TritonCTS clock tree ........................ done
  Cts bufs inserted ........................ 843
  Number of buffers on the longest clock path ........................ 4
  Post-CTS Resized ........................ 0

[Placement]
  Number of buffer cells added on primary ports ........................ 73
  Worst slack, placed ........................ 10.30 ns
  Routability-driven placement congestion ratio ........................ 0.956
  Cell Area, Placed ........................ 326,000 sq um
  Post-DP HPWL ........................ 499 mm

[Pwr]
  Power Internal ........................ 12.5 mW
  Share of total power consumed by net switching ........................ 0.275
  Peak supply drop ........................ 0.0000462 V
  Logic gate share of total power ........................ 0.041
  Total power divided by cell area ........................ 44.7 nW/um^2
  Leakage dissipation ........................ 153 nW
  Part of the power in registers ........................ 0.440
  Part of the power in the clock network ........................ 0.519
  Switching power ........................ 4.73 mW

[Final layout]
  Area growth from synthesis to layout ........................ 24.8%
  Finished Cell Area ........................ 385,000 sq um
  Layout cell share with drive strength beyond 1 ........................ 0.202

[Floorplan]
  Core Region ........................ 615,000 sq um
  Top Ports ........................ 74
  Die outline area ........................ 621,000 sq um
  Site row count ........................ 288
  Horizontal die size ........................ 788 microns
  Die extent in y ........................ 788 microns
  Floorplan Utilization ........................ 0.502

[Setup path]
  Worst path required time ........................ 25.91 ns
  Highest fanout seen on the critical path ........................ 52
  Nature of the critical path endpoint ........................ flip-flop
  Arrival time reported for the critical path endpoint ........................ 14.63 ns
  Crit path launch type ........................ primary input
  Type of the worst setup path ........................ primary input to flip-flop

[Run]
  Maximum Capacitance Violations ........................ 0
  Stage-log warning count ........................ 1,039

[Min path]
  Classification of the worst-slack hold path ........................ primary input to flip-flop

----------------------------------------------------
layer usage:
layer,track usage,up-vias,wire length (microns)
li1,-,75300,-
met4,0.166,100,42200
met2,0.414,12800,400000
met1,0.334,83300,248000
met3,0.346,1723,193000
met5,0.0847,-,6220
layout by cell type, fill, tap and decap left out, types with 31 or more instances in the layout:
cell type	netlist	routed
sky130_fd_sc_hd__inv_1	2	8371
sky130_fd_sc_hd__mux4_2	2048	2048
sky130_fd_sc_hd__clkdlybuf4s50_1	0	39
sky130_fd_sc_hd__clkbuf_16	0	856
sky130_fd_sc_hd__nand4_1	34	34
sky130_fd_sc_hd__edfxtp_1	8192	8192
sky130_fd_sc_hd__inv_4	0	70
sky130_fd_sc_hd__o41ai_2	0	90
sky130_fd_sc_hd__o41ai_1	128	34
sky130_fd_sc_hd__buf_8	0	32
sky130_fd_sc_hd__bufinv_16	0	147
sky130_fd_sc_hd__a22oi_1	1024	1024
sky130_fd_sc_hd__dlxtp_1	32	32
sky130_fd_sc_hd__clkinvlp_2	0	213
sky130_fd_sc_hd__a21oi_1	512	512
sky130_fd_sc_hd__diode_2	0	31
sky130_fd_sc_hd__buf_4	19	782
sky130_fd_sc_hd__nor2_4	0	228
registers in the layout, summed over array words and instances, names as in the netlist:
signal,flops
mem,8192
dataOut,32
cell type report:
type	count	area, sq um
inverter	1	3.75
clock inverter	8866	38400
sequential	8224	246000
fill	39500	230000
tap	8120	10200
timing repair buffer	866	7020
clock buffer	856	21400
antenna	31	77.6
multi-input combinational	4077	61800
through the flow:
step           instances  utilization  power [mW]
2_1_floorplan      13100            -        8.94
3_3_place_gp       21300        0.529        9.31
3_5_place_dp       21300        0.529        9.32
4_1_cts            31000        0.626        17.5
5_1_grt            31000        0.627        18.3
6_report           31000        0.627        17.2
kinds of logic after synthesis:
| group | Yosys count | synth area share |
|---|---|---|
| latches | 32 | 0.00156 |
| flops | 8192 | 0.796 |
| buf+inv | 798 | 0.0107 |
| compound gates | 1664 | 0.0368 |
| mux | 2048 | 0.149 |
| simple gates | 365 | 0.00511 |
power groups by stage:
stage	Sequential, mW	Combinational [mW]	Clock [mW]
6_report	7.58	0.706	8.95
5_1_grt	7.56	0.744	9.98
4_1_cts	7.58	0.699	9.20
final timing paths:
check,from,cells past startpoint,to
max,address[3],8,mem[15][5]
min,dataIn[18],1,mem[41][18]
worst max-delay path: stages:
cell and delay (ns):
sky130_fd_sc_hd__clkdlybuf4s50_1 0.46, sky130_fd_sc_hd__buf_4 0.26, sky130_fd_sc_hd__and2_4 0.54, sky130_fd_sc_hd__buf_4 0.93, sky130_fd_sc_hd__nand2_2 0.77, sky130_fd_sc_hd__buf_4 0.56
sky130_fd_sc_hd__nor2_4 0.39, sky130_fd_sc_hd__buf_4 0.54
Power figures rest on the tool's default switching activity, not on a simulated workload.
