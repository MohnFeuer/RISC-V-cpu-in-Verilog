===== flow/design.v =====
`timescale 1ns / 1ps
module register_set_32(
    input rst_n,   
    input clk,   
    input [4:0] waddr,   
    input [31:0] wdata,   
    input we,   
    input [4:0] raddr1,   
    output reg[31:0] rdata1,   
    input [4:0] raddr2,   
    output reg[31:0] rdata2   
    );
reg[31:0] mem_r[0:31];   
always @ (negedge clk or negedge rst_n) 
begin
    if(rst_n)   
       begin
            if((waddr != 5'b0) && (we))   
                mem_r[waddr] <= wdata;    
       end
end
always @(*)      
begin   
    if(~rst_n)   
        rdata1 <= 32'b0;
    else
        if(raddr1 == 5'b0)   
            rdata1 <= 32'b0;
        else
            if((raddr1 == waddr) && we)   
                rdata1 <= wdata;   
            else
                rdata1 <= mem_r[raddr1];
end
always @(*)
begin
    if(~rst_n)   
        rdata2 <= 32'b0;
    else
        if(raddr1 == 5'b0)   
            rdata2 <= 32'b0;
        else
            if((raddr1 == waddr) && we)   
                rdata2 <= wdata;   
            else
                rdata2 <= mem_r[raddr2];
end
endmodule

===== flow/run.sh =====
#!/bin/bash
# OpenROAD 26Q1-2900-gdf79404cd8, Yosys 0.63+post, stock flow scripts
make -C /OpenROAD-flow-scripts/flow DESIGN_CONFIG=/design/flow/config.mk WORK_HOME=/design/flow/orfs finish

===== flow/config.mk =====
export PLATFORM = sky130hd
export DESIGN_NAME = register_set_32
export DESIGN_NICKNAME = register_set_32
export VERILOG_FILES = /design/flow/design.v
export SDC_FILE = /design/flow/constraint.sdc
export NUM_CORES = 4
export LEC_CHECK = 1
export CORE_UTILIZATION = 40

===== flow/constraint.sdc =====
current_design register_set_32

set clk_period 14.9
set clk_io_pct 0.2

create_clock -name clk0 -period $clk_period [get_ports {clk}]

set non_clock_inputs [all_inputs -no_clocks]
set_input_delay [expr $clk_period * $clk_io_pct] -clock clk0 $non_clock_inputs
set_output_delay [expr $clk_period * $clk_io_pct] -clock clk0 [all_outputs]

==> flow_summary_export.csv <==
group,metric,value,unit
grt,gr-usage-all-layers,0.457,
yosys,ys_warn_count,2,
floorplan,die_w,339,um
cells_and_area,finalNonFillerCells,6195,
routing,vias_per_cell,6.84,
yosys,yosys-stat-cells,3346,
routing,drt_first_pass_iters,7,
cells_and_area,area_growth,26.8,%
routing,wirelength,245000,um
clocking,cts_resized,0,
power,leakage,23.8,nW
cells_and_area,drive_gt1_frac,0.119,
grt,grt-ovfl-total,0,
sta,final_max_slew_viol_count,0,
place,pre_cts_slack,1.66,ns
routing,drt_iter0_markers,5219,
yosys,synth_area,0.0454,mm^2
grt,grt_pass1_wl,330000,um
critical_path,worstPathArrival,10.87,ns
critical_path,required,11.92,ns
clocking,cts_made_buffers,114,
critical_path,max_stage_delay,0.93,ns
place,dp_hpwl,140000,um
sta,worst_pin_slew,1.16,ns
place,place.gp.congestion,1.08,
grt,antenna_found_initial,16,
floorplan,fp-utilization,0.404,
sta,hold_viol_final,0,
clocking,clkSlewWorstSetupHoldPaths,0.03,ns
cells_and_area,largestRegisters,"mem_r (1024)",
routing,dr_total_vias,42356,
yosys,ys.flops,1024,
critical_path,cp_cell_sequence,"and3_1, a2111oi_0, nand3_1, nor4_1, o21ai_1, clkdlybuf4s50_1",
yosys,yosys.area.top_type,"edfxtp_1",
yosys,yosysMostFrequentCell,"edfxtp_1",
sta,worst_slack,1.05,ns
yosys,synthArstFlopShare,0,
yosys,syn_avg_cell_area,13.6,um^2
yosys,common_cells,"edfxtp_1, a22oi_1, and3_1",
flow_run,drv_cap,0,
power,power.density,136,mW/mm^2
floorplan,io_pins,114,
critical_path,crit_slowest_cell,"nor4_1",
yosys,top_area_frac,0.677,
yosys,edf_count,1024,
min_path,whs_path_depth,5,
clocking,post_cts_buffers,0,
clocking,cts-root-buf,"clkbuf_16",
power,vdd_ir_drop_max,0.112,mV
critical_path,cp-end-kind,"output pin",
floorplan,fp.dieArea,0.115,mm^2
grt,grt_pass1_vias,44808,
critical_path,start_kind,"register",
clocking,cts_tree,"yes",
yosys,ys_seq_share,0.677,
routing,ant_nets,0,
yosys,synthDistinctLibCells,65,
clocking,hold_buffers,0,
outcome,outcome,"completed",
yosys,ff_type,"edfxtp_1",
cells_and_area,final_cell_area,0.0576,mm^2
yosys,syn_inst,3346,
clocking,clkSinkCount,1024,
clocking,htreeDepth,3,
sta,rsz0062_at_grt,"false",
routing,drc_errors,0,
cells_and_area,largest_reg_flops,1024,
yosys,yosysChipArea,0.0454,mm^2
place,dp_cells,4932,
min_path,hold_class,"input pin to output pin",
floorplan,fp.coreArea,0.112,mm^2
routing,wl_per_cell,39.5,um
flow_run,warning_count,1027,
place,dpl_cell_area,0.0496,mm^2
floorplan,die_h,339,um
critical_path,critPathKind,"register to output pin",
sta,setup_viol,0,
cells_and_area,regMostFlops,"mem_r",
sta,whs,7.15,ns
critical_path,crit_fanout,2,
grt,grt_max_degree,42,
sta,slew_headroom,0.220,
clocking,cts_buffer_depth,3,
place,portBuffers,113,
floorplan,rows,123,
yosys,synthTopCellsByArea,"edfxtp_1, a22oi_1, and3_1, a2111oi_0, nand3_1",
sta,final.setup.tns,0,ns
-- worst max-delay path: cells and delay by family, from the launching register on --
family	cells	cell delay (ns)
compound gates	2	0.62
simple gates	3	1.25
flops	1	0.37
buf+inv	1	0.46
-- cell usage in the layout, fill, tap and decap left out, types with 6 or more instances in the layout --
cell type,n
a2111oi_2,7
clkdlybuf4s50_1,106
nor3_1,15
a2111oi_0,114
bufinv_16,23
and3_1,380
a221oi_1,25
o21ai_0,82
nand3_1,148
clkbuf_16,116
buf_12,7
nor4_1,62
conb_1,32
o21ai_1,62
buf_2,7
a22o_1,8
nand3b_1,14
o22ai_1,8
nand2b_1,7
diode_2,28
inv_1,1050
nor3b_2,6
nand4_1,104
mux2_2,11
nor2_4,81
inv_6,6
nor2_2,11
mux2i_1,17
inv_4,12
nand2_1,114
nor2_1,16
a32oi_1,10
a2111oi_1,10
edfxtp_1,1024
clkinvlp_2,28
buf_4,206
a21oi_1,41
or3b_1,6
a22oi_1,592
-- layout make-up --
type,instances,area (um^2)
multi-input combinational,2074,14200
fill,9470,54900
tap,1500,1880
clock buffer,116,2900
inverter,7,26.3
timing repair buffer,326,2780
sequential,1024,30700
antenna,28,70.1
clock inverter,1120,4960
-- layer usage --
metal	GRT usage	vias to the layer above	part of all wire
met5	0.157	-	0.0075
li1	-	16421	-
met3	0.445	1359	0.22
met2	0.562	4985	0.40
met4	0.305	73	0.084
met1	0.462	19518	0.29
-- cell families (layout without fill, tap and decap cells) --
kind of cell,Yosys count,after routing,share of synthesized area
flops,1024,1024,0.677
simple gates,1020,1020,0.127
compound gates,989,989,0.160
buf+inv,279,1569,0.0282
mux,28,28,0.00647
xor+xnor,5,5,0.000964
other cells,1,60,0.0000826
-- report_power, final --
| group | switching (mW) | leakage, nW | internal, mW | total (mW) |
|---|---|---|---|---|
| Combinational | 0.344 | 7.10 | 0.131 | 0.474 |
| Clock | 1.95 | 7.44 | 2.18 | 4.13 |
| Sequential | 0.0117 | 9.24 | 3.22 | 3.23 |
-- stage by stage --
step | power, mW | utilization
CTS | 7.86 | 0.511
global placement | 4.12 | 0.441
global route | 8.21 | 0.511
finish | 7.84 | 0.512
detailed placement | 4.12 | 0.441
floorplan | 3.84 | -
-- worst paths after layout --
kind                     startpoint         end  slack [ns]
worst max-delay path  mem_r[13][17]  rdata2[17]        1.05
worst min-delay path      wdata[20]  rdata2[20]        7.15
Power figures rest on the tool's default switching activity, not on a simulated workload.
